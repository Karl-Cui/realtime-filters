**/design/flow/config.mk**
```make
export PLATFORM = sky130hd
export DESIGN_NAME = top_level
export DESIGN_NICKNAME = top_level
export VERILOG_FILES = /design/flow/design.v
export SDC_FILE = /design/flow/constraint.sdc
export NUM_CORES = 4
export LEC_CHECK = 1
export CORE_UTILIZATION = 40
```
**/design/flow/constraint.sdc**
```tcl
current_design top_level

set clk_period 10.5
set clk_io_pct 0.2

create_clock -name clk0 -period $clk_period [get_ports {CLOCK_50}]

set non_clock_inputs [all_inputs -no_clocks]
set_input_delay [expr $clk_period * $clk_io_pct] -clock clk0 $non_clock_inputs
set_output_delay [expr $clk_period * $clk_io_pct] -clock clk0 [all_outputs]
```
**/design/flow/design.v**
```verilog
module control(
    input clk,
    input resetn,
    input go,
    output reg  ld_0, ld_1, ld_2,
					 ld_3, ld_4, ld_5,
					 ld_6, ld_7, ld_8,
					 ld_r,		 
    output reg [3:0] alu_select_a,		 
							alu_select_b		 
    );
	 reg [3:0] counter;
    reg [4:0] current_state, next_state; 
    localparam  S_LOAD_0        = 5'd0,
                S_LOAD_0_WAIT   = 5'd1,
                S_LOAD_1        = 5'd2,
                S_LOAD_1_WAIT   = 5'd3,
                S_LOAD_2        = 5'd4,
                S_LOAD_2_WAIT   = 5'd5,
                S_LOAD_3        = 5'd6,
                S_LOAD_3_WAIT   = 5'd7,
					 S_LOAD_4        = 5'd8,
                S_LOAD_4_WAIT   = 5'd9,
					 S_LOAD_5        = 5'd10,
                S_LOAD_5_WAIT   = 5'd11,
					 S_LOAD_6        = 5'd12,
                S_LOAD_6_WAIT   = 5'd13,
					 S_LOAD_7        = 5'd14,
                S_LOAD_7_WAIT   = 5'd15,
					 S_LOAD_8        = 5'd16,
                S_LOAD_8_WAIT   = 5'd17,
                S_CYCLE_CALC    = 5'd18;
    always@(*)
    begin: state_table 
            case (current_state)
					 S_LOAD_0: next_state = go ? S_LOAD_0_WAIT : S_LOAD_0;  
                S_LOAD_0_WAIT: next_state = go ? S_LOAD_0_WAIT : S_LOAD_1;  
                S_LOAD_1: next_state = go ? S_LOAD_1_WAIT : S_LOAD_1;  
                S_LOAD_1_WAIT: next_state = go ? S_LOAD_1_WAIT : S_LOAD_2;  
                S_LOAD_2: next_state = go ? S_LOAD_2_WAIT : S_LOAD_2;  
                S_LOAD_2_WAIT: next_state = go ? S_LOAD_2_WAIT : S_LOAD_3;  
                S_LOAD_3: next_state = go ? S_LOAD_3_WAIT : S_LOAD_3;  
                S_LOAD_3_WAIT: next_state = go ? S_LOAD_3_WAIT : S_LOAD_4;  
					 S_LOAD_4: next_state = go ? S_LOAD_4_WAIT : S_LOAD_4;  
                S_LOAD_4_WAIT: next_state = go ? S_LOAD_4_WAIT : S_LOAD_5;  
					 S_LOAD_5: next_state = go ? S_LOAD_5_WAIT : S_LOAD_5;  
                S_LOAD_5_WAIT: next_state = go ? S_LOAD_5_WAIT : S_LOAD_6;  
					 S_LOAD_6: next_state = go ? S_LOAD_6_WAIT : S_LOAD_6;  
                S_LOAD_6_WAIT: next_state = go ? S_LOAD_6_WAIT : S_LOAD_7;  
					 S_LOAD_7: next_state = go ? S_LOAD_7_WAIT : S_LOAD_7;  
                S_LOAD_7_WAIT: next_state = go ? S_LOAD_7_WAIT : S_LOAD_8;  
					 S_LOAD_8: next_state = go ? S_LOAD_8_WAIT : S_LOAD_8;  
                S_LOAD_8_WAIT: next_state = go ? S_LOAD_8_WAIT : S_CYCLE_CALC;  
					 S_CYCLE_CALC: next_state = S_CYCLE_CALC;
            default:     next_state = S_LOAD_0;
        endcase
    end  
    always @(*)
    begin: enable_signals
		  ld_0 = 1'b0;
        ld_1 = 1'b0;
        ld_2 = 1'b0;
        ld_3 = 1'b0;
        ld_4 = 1'b0;
        ld_5 = 1'b0;
		  ld_6 = 1'b0;
		  ld_7 = 1'b0;
		  ld_8 = 1'b0;
		  ld_r = 1'b0;
        alu_select_a = 4'b0000;
        alu_select_b = 4'b0000;
        case (current_state)
            S_LOAD_0: ld_0 = 1'b1;
            S_LOAD_1: ld_1 = 1'b1;
				S_LOAD_2: ld_2 = 1'b1;
				S_LOAD_3: ld_3 = 1'b1;
				S_LOAD_4: ld_4 = 1'b1;
				S_LOAD_5: ld_5 = 1'b1;
				S_LOAD_6: ld_6 = 1'b1;
				S_LOAD_7: ld_7 = 1'b1;
				S_LOAD_8: ld_8 = 1'b1;
            S_CYCLE_CALC: begin 
                ld_r = 1'b1;  
                alu_select_a = counter;
                alu_select_b = 4'b1000 - counter;
				end
        endcase
    end  
    always@(posedge clk)
    begin: state_FFs
        if(!resetn) begin
            current_state <= S_LOAD_0;
				counter <= 4'b0000;
		  end else if (counter == 4'b1001) begin
				current_state <= S_LOAD_0;
				counter <= 4'b0000;
        end else begin
            current_state <= next_state;
				if (current_state == S_CYCLE_CALC)
					counter = counter + 1;
		  end
    end  
endmodule
module datapath(
    input clk,
    input resetn,
    input [7:0] data_in,					 
    input ld_0, ld_1, ld_2,
			 ld_3, ld_4, ld_5,
			 ld_6, ld_7, ld_8,
    input ld_r,
	 input [7:0] s0, s1, s2,				 
					 s3, s4, s5,
					 s6, s7, s8,				 
    input [3:0] alu_select_a, alu_select_b,
    output reg [7:0] data_result			 
    );
    reg [7:0] r0, r1, r2,
				  r3, r4, r5,
				  r6, r7, r8;
    reg [7:0] alu_out;
    reg [7:0] alu_a, alu_b;
    always @ (posedge clk) begin
        if (!resetn) begin
            r0 <= 8'd0; 
            r1 <= 8'd0; 
            r2 <= 8'd0; 
            r3 <= 8'd0; 
				r4 <= 8'd0; 
				r5 <= 8'd0; 
				r6 <= 8'd0; 
				r7 <= 8'd0; 
				r8 <= 8'd0; 
        end else begin
            if (ld_0)
                r0 <= data_in; 
            if (ld_1)
                r1 <= data_in;
            if (ld_2)
                r2 <= data_in;
				if (ld_3)
                r3 <= data_in;
				if (ld_4)
                r4 <= data_in;
				if (ld_5)
                r5 <= data_in;
				if (ld_6)
                r6 <= data_in;
				if (ld_7)
                r7 <= data_in;
				if (ld_8)
                r8 <= data_in;
        end
    end
    always @ (posedge clk) begin
        if (!resetn) begin
            data_result <= 8'd0; 
        end
        else begin
            if(ld_r)
                data_result <= data_result + alu_a * alu_b;
				else
					 data_result <= data_result;
		  end
    end
    always @(*)
    begin
        case (alu_select_a)
            4'd0: alu_a = r0;
            4'd1: alu_a = r1;
            4'd2: alu_a = r2;
            4'd3: alu_a = r3;
			   4'd4: alu_a = r4;
			   4'd5: alu_a = r5;
				4'd6: alu_a = r6;
				4'd7: alu_a = r7;
				4'd8: alu_a = r8;
            default: alu_a = 8'd0;
        endcase
        case (alu_select_b)
            4'd0: alu_b = s0;
            4'd1: alu_b = s1;
            4'd2: alu_b = s2;
            4'd3: alu_b = s3;
			   4'd4: alu_b = s4;
			   4'd5: alu_b = s5;
				4'd6: alu_b = s6;
				4'd7: alu_b = s7;
				4'd8: alu_b = s8;
            default: alu_b = 8'd0;
        endcase
    end
endmodule
module hex_decoder(hex_digit, segments);
    input [3:0] hex_digit;
    output reg [6:0] segments;
    always @(*)
        case (hex_digit)
            4'h0: segments = 7'b100_0000;
            4'h1: segments = 7'b111_1001;
            4'h2: segments = 7'b010_0100;
            4'h3: segments = 7'b011_0000;
            4'h4: segments = 7'b001_1001;
            4'h5: segments = 7'b001_0010;
            4'h6: segments = 7'b000_0010;
            4'h7: segments = 7'b111_1000;
            4'h8: segments = 7'b000_0000;
            4'h9: segments = 7'b001_1000;
            4'hA: segments = 7'b000_1000;
            4'hB: segments = 7'b000_0011;
            4'hC: segments = 7'b100_0110;
            4'hD: segments = 7'b010_0001;
            4'hE: segments = 7'b000_0110;
            4'hF: segments = 7'b000_1110;   
            default: segments = 7'h7f;
        endcase
endmodule
module lut(
	 input [1:0] select,
    output reg [44:0] kernel
	 );
    always @(*) begin
      case (select)
        0: kernel = {5'b00000, 5'b00000, 5'b00000, 5'b00000, 5'b00001, 5'b00000, 5'b00000, 5'b00000, 5'b00000};   
        1: kernel = {5'b00001, 5'b00001, 5'b00001, 5'b00001, 5'b00001, 5'b00001, 5'b00001, 5'b00001, 5'b00001};   
        2: kernel = {5'b00001, 5'b00010, 5'b00001, 5'b00010, 5'b00100, 5'b00010, 5'b00001, 5'b00010, 5'b00001};   
        3: kernel = {5'b00000, 5'b00000, 5'b00000, 5'b00000, 5'b00000, 5'b00000, 5'b00000, 5'b00000, 5'b00000};   
      endcase
    end
endmodule  
module top_level(SW, KEY, CLOCK_50, HEX0, HEX1);
	 input [9:0] SW;			 
    input [3:0] KEY;
    input CLOCK_50;
    output [6:0] HEX0, HEX1;
    wire resetn;
    wire go;
    wire [7:0] data_result;
    assign go = ~KEY[1];
    assign resetn = KEY[0];
	 wire ld_0, ld_1, ld_2, ld_3, ld_4, ld_5, ld_6, ld_7, ld_8;
	 wire ld_r;
    wire [3:0]  alu_select_a, alu_select_b;
    control c0(
        .clk(CLOCK_50),
        .resetn(resetn),
        .go(go),
        .ld_0(ld_0),
        .ld_1(ld_1),
        .ld_2(ld_2),
        .ld_3(ld_3), 
        .ld_4(ld_4), 
		  .ld_5(ld_5),
		  .ld_6(ld_6),
		  .ld_7(ld_7),
		  .ld_8(ld_8),
		  .ld_r(ld_r),
        .alu_select_a(alu_select_a),
        .alu_select_b(alu_select_b)
    );
	 wire [4:0] s0, s1, s2, s3, s4, s5, s6, s7, s8;
    datapath d0(
        .clk(CLOCK_50),
        .resetn(resetn),
        .ld_0(ld_0),
        .ld_1(ld_1),
        .ld_2(ld_2),
        .ld_3(ld_3), 
        .ld_4(ld_4), 
		  .ld_5(ld_5),
		  .ld_6(ld_6),
		  .ld_7(ld_7),
		  .ld_8(ld_8),
		  .ld_r(ld_r),
		  .s0({3'b000, s0}),			 
		  .s1({3'b000, s1}),
		  .s2({3'b000, s2}),
		  .s3({3'b000, s3}),
		  .s4({3'b000, s4}),
		  .s5({3'b000, s5}),
		  .s6({3'b000, s6}),
		  .s7({3'b000, s7}),
		  .s8({3'b000, s8}),
        .alu_select_a(alu_select_a),
        .alu_select_b(alu_select_b),
        .data_in(SW[7:0]),
        .data_result(data_result)
    );
	 lut lut0(
		  .select(SW[9:8]),
		  .kernel({s0, s1, s2, s3, s4, s5, s6, s7, s8})
	 );
	 hex_decoder H0(
        .hex_digit(data_result[3:0]), 
        .segments(HEX0)
        );
    hex_decoder H1(
        .hex_digit(data_result[7:4]), 
        .segments(HEX1)
        );
endmodule
```
**/design/flow/run.sh**
```bash
#!/bin/bash
# OpenROAD 26Q1-2900-gdf79404cd8, Yosys 0.63+post, stock flow scripts
make -C /OpenROAD-flow-scripts/flow DESIGN_CONFIG=/design/flow/config.mk WORK_HOME=/design/flow/orfs finish
```
==> COMMIT_EDITMSG <==
Refresh implementation metrics

- Result of the run: completed
* Non-filler instance count after layout: roughly 850
- Die area: ~15000 sq um
- Kind of path behind the tightest hold check: register to register
* DIE WIDTH: between 100 and 150 um
- Wire length after detailed routing: between 10000 and 15000 um
- Dominant flop cell: sky130_fd_sc_hd__dfxtp_1
- Sinks on the clock net: ~120
* Portion of netlist area occupied by mux cells: 0.153
- Top-level I/O count: 29
- In this run the tool buffered the top-level ports with 26 buffer cells.
- First-pass iteration count of the detailed router: 5
- Final standard cell area without fillers: slightly below 7000 sq um
- The floorplan has 43 rows.
* Count of pins over their slew limit: 0
- F_max: 135 MHz
- TritonCTS Buffers: 17
- In this run the layout overhead on the synthesized area is reported as 16.0%.
- Min Tclk post-route: 7.38 ns
* Slew headroom: 0.475
- The repair_antennas step left the layout with diodes totalling 0.
* Die height: 123 um
* Placed standard-cell area: roughly 6200 sq um
* Total congestion overflow after global routing: 0
* Ratio of routed vias to standard cells: ~5.3
* Maximum number of buffers from clock root to sink: 2
* Via count of the first global-routing pass: between 4000 and 5000
- Clock transition at the registers of the reported paths: about 0.060 ns
* Resize count post-CTS: 0
* Adder-cell share of the synthesized area: 0.0993
* Biggest area contributors in the synthesized netlist: sky130_fd_sc_hd__dfxtp_1 40%, sky130_fd_sc_hd__mux2i_1 14%, sky130_fd_sc_hd__nor2_1 8.9%
- The analysis attributes to cell leakage a power of ~2.6 nW.
- Of all flip-flops after synthesis, the portion carrying an async set or reset was 0.
* Min setup slack post-route: between 3 and 4 ns
* RSZ-0062 raised after global routing: false
- Vias post-DR: between 4000 and 5000
* Layout cells sized above 1: 0.0812
- Per the synthesis report, the simple-gate share of the synthesized area is 0.170.
* Number of synthesized flops with an enable pin: 0
- The clock tree synthesis step divided the H-tree into 4 levels.
* Area reported by Yosys stat: around 6000 sq um
- Final tally of setup violations: 0
- Yosys Warn Count: 4
- For this run, the share of the core covered by cells in the final layout is 0.483.
- Global-route usage over all layers: 0.192
* Number of warnings in the stage logs: 39
* Worst slew pin tran: slightly below 0.8 ns
- At the floorplan stage, the core utilization is reported as 0.417.
- Post-CTS Setup Bufs: 0
- For the worst setup path, the data arrival time is approximately 7.7 ns.
- Per the synthesis report, the XOR/XNOR share of the synthesized area is 0.0149.
- Per the detail_route report, DRC violations left total 0.
* Routability congestion estimate from global placement: ~0.85
- After routing, the total negative slack on setup checks comes to 0 ns.
- Per the log, the first TritonRoute iteration ended with a DRC count of roughly 300.
* TritonCTS clock tree: yes
* Synthesized registers: approximately 120
- Antenna violations before repair: 0
* Area of the mapped netlist: around 6000 sq um
- The skew report gives the latency at the later pin of the worst-skew pair as approximately 0.4 ns.
- Final tally of hold violations: 0
* Capturing element type of the critical path: register
- Post-synthesis cell type with the largest instance count: sky130_fd_sc_hd__nor2_1
* Count of mapped cells out of synthesis: about 640
- Yosys Instances: 644
- The detail route stage leaves a number of antenna-violating nets equal to 0.
* Cell type with the largest total area: sky130_fd_sc_hd__dfxtp_1
- Looking at the critical path, the highest net fanout was 13.
* Top-area cell type share of the netlist area: 0.399
- VDD IR-drop max: ~120 uV
- The floorplan step defined a core boundary enclosing between 10000 and 15000 sq um.
- Per the post-place timing report, worst setup slack is about 2.8 ns.
- In the placement report, post-DP HPWL is listed as 8570 um.
- Main logic family: simple AND/OR/NAND/NOR gates
- Post-placement cell count: 813
* Library cell used as clock root buffer: sky130_fd_sc_hd__clkbuf_16
- Entering global routing, the biggest net connects about 75 pins.
* Class of the most critical setup path: input pin to register
- Ranked by instance count, the synthesized netlist is headed by 140 x sky130_fd_sc_hd__nor2_1, 117 x sky130_fd_sc_hd__dfxtp_1, 83 x sky130_fd_sc_hd__mux2i_1, 34 x sky130_fd_sc_hd__nand2_1, 31 x sky130_fd_sc_hd__inv_1.
* Data required time at the worst endpoint: roughly 11 ns
- The post-CTS hold buffer count recorded in the log is 0.
* Pwr per Cell Area: 158 nW/um^2
- The layout has between 1000 and 1500 filler cells.
- Max-capacitance violation count: 0
* AO/OA Area Share: 0.113
- The final timing summary puts the cycle share of the worst path at 0.703.
- The share of the Yosys chip area taken by registers is 0.399.
- Count of unique library cells instantiated by Yosys: roughly 62
* Post-Syn Area per Cell: approximately 9 sq um
* Routed length per placed instance: between 15 and 20 um
- Maximum clock skew at final layout: slightly below 0.007 ns
* Wire length of the first global-routing pass: ~22000 um
- Launching element type of the critical path: input pin
## path summary, 6_finish.rpt
path	from	to	slack (ns)	cells past startpoint
min reg2reg	c0.current_state[14]$_DFF_P_	c0.current_state[9]$_DFF_P_	0.46	2
min	c0.current_state[14]$_DFF_P_	c0.current_state[9]$_DFF_P_	0.46	2
max reg2reg	c0.current_state[6]$_DFF_P_	HEX1[4]$_DFF_P_	4.19	19
max	SW[8]	HEX1[4]$_DFF_P_	3.12	19
## per-stage QoR
stage	power [mW]	hold WS, ns
final	1.08	0.460
after global routing	1.12	0.488
after CTS	1.09	0.467
after detailed placement	0.503	0.451
after global placement	0.502	0.441
after floorplan	0.490	0.435
## report_power, final
part / switching, mW / internal, mW / total, mW
logic: 0.0252 / 0.0167 / 0.0420
registers: 0.00396 / 0.448 / 0.452
clock network: 0.205 / 0.380 / 0.585
## worst max-delay path: stages
cell,delay [ns]
sky130_fd_sc_hd__clkdlybuf4s50_1,0.49
sky130_fd_sc_hd__inv_1,0.07
sky130_fd_sc_hd__ha_1,0.30
sky130_fd_sc_hd__o211ai_1,0.10
sky130_fd_sc_hd__o22ai_1,0.10
sky130_fd_sc_hd__a211oi_1,0.55
sky130_fd_sc_hd__nor2_1,0.15
sky130_fd_sc_hd__fa_1,0.48
sky130_fd_sc_hd__ha_1,0.33
sky130_fd_sc_hd__fa_1,0.53
sky130_fd_sc_hd__ha_1,0.31
sky130_fd_sc_hd__a21o_1,0.17
sky130_fd_sc_hd__a211oi_1,0.27
sky130_fd_sc_hd__o21bai_1,0.16
sky130_fd_sc_hd__and4_4,0.23
sky130_fd_sc_hd__or3b_1,0.36
sky130_fd_sc_hd__o221ai_2,0.47
sky130_fd_sc_hd__mux2_2,0.41
sky130_fd_sc_hd__o32ai_2,0.11
## layout make-up
type / instances / area [sq um] / share of cell area
Clock buffer: 21 / 450 / 0.0661
Clock inverter: 11 / 150 / 0.0220
Inverter: 31 / 116 / 0.0171
Multi-Input combinational cell: 454 / 3230 / 0.474
Sequential cell: 117 / 2340 / 0.344
Tap cell: 180 / 225 / 0.0331
Timing Repair Buffer: 31 / 298 / 0.0437
## sequential cells by signal, summed over array words and instances (netlist names)
register          count
HEX1                  7
d0.r0                 8
d0.r7                 8
d0.r8                 8
c0.current_state     19
c0.counter            4
d0.r4                 8
d0.r2                 8
d0.r1                 8
HEX0                  7
d0.r3                 8
d0.r6                 8
d0.data_result        8
d0.r5                 8
## routing by layer
metal  global-route usage  up-vias  share of wire
met4               0.0211        0          0.010
li1                     -     2236              -
met2                0.284      132           0.44
met1                0.303     2086           0.49
met3               0.0447       11          0.060
met5                    0        -              0
## logic make-up (layout without fill, tap and decap cells)
kind of cell | Yosys count | count (layout)
and+or+nand+nor | 227 | 227
adders and majority gates | 40 | 40
xor gates and xnor gates | 10 | 10
DFF | 117 | 117
buffers and inverters | 73 | 94
AOI/OAI and AO/OA | 89 | 89
muxes | 88 | 88
## placed cells by master (no fill, tap or decap), types with 5 or more instances in the layout
master                            count
sky130_fd_sc_hd__ha_1                29
sky130_fd_sc_hd__inv_1               30
sky130_fd_sc_hd__fa_1                11
sky130_fd_sc_hd__nand2_1             34
sky130_fd_sc_hd__nand3_1              9
sky130_fd_sc_hd__a22oi_1             12
sky130_fd_sc_hd__o22ai_1              5
sky130_fd_sc_hd__o211ai_1             6
sky130_fd_sc_hd__a21oi_1              9
sky130_fd_sc_hd__nor2_1             140
sky130_fd_sc_hd__or2_2                6
sky130_fd_sc_hd__clkdlybuf4s50_1     26
sky130_fd_sc_hd__clkbuf_16           17
sky130_fd_sc_hd__buf_4                5
sky130_fd_sc_hd__o21ai_0             16
sky130_fd_sc_hd__and3_1               9
sky130_fd_sc_hd__mux2i_1             83
sky130_fd_sc_hd__xnor2_1              6
sky130_fd_sc_hd__dfxtp_1            117
Power is estimated from default activity; no workload was simulated.
