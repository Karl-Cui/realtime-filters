**/design/flow/run.sh**
```bash
#!/bin/bash
# OpenROAD 26Q1-2900-gdf79404cd8, Yosys 0.63+post, stock flow scripts
make -C /OpenROAD-flow-scripts/flow DESIGN_CONFIG=/design/flow/config.mk WORK_HOME=/design/flow/orfs finish
```
**/design/flow/config.mk**
```make
export PLATFORM = sky130hd
export DESIGN_NAME = colour_control
export DESIGN_NICKNAME = colour_control
export VERILOG_FILES = /design/flow/design.v
export SDC_FILE = /design/flow/constraint.sdc
export NUM_CORES = 4
export LEC_CHECK = 1
export CORE_AREA = 10 10 70 70
export DIE_AREA = 0 0 80 80
```
**/design/flow/constraint.sdc**
```tcl
current_design colour_control

set clk_period 1.0
set clk_io_pct 0.2

create_clock -name clk0 -period $clk_period

set non_clock_inputs [all_inputs -no_clocks]
set_input_delay [expr $clk_period * $clk_io_pct] -clock clk0 $non_clock_inputs
set_output_delay [expr $clk_period * $clk_io_pct] -clock clk0 [all_outputs]
```
**/design/flow/design.v**
```verilog
module colour_control(mRed_b, mGreen_b, mBlue_b, mRed_a, mGreen_a, mBlue_a, toggle_red, toggle_green, toggle_blue);
	input [9:0] mRed_b, mGreen_b, mBlue_b;
	input toggle_red, toggle_green, toggle_blue;
	output reg [9:0] mRed_a, mGreen_a, mBlue_a;
	always @(*)
	begin
		if (toggle_red)
			mRed_a = mRed_b;
		else
			mRed_a = 0;
		if (toggle_green)
			mGreen_a = mGreen_b;
		else
			mGreen_a = 0;
		if (toggle_blue)
			mBlue_a = mBlue_b;
		else
			mBlue_a = 0;
	end
endmodule
```
==> run_results.csv <==
group,metric,value,unit
run_status,outcome,"finished clean",
setup_path,cp-end-kind,"output pin",
grt,grt_overflow,0,
routing,route.detailed.drc,0,
logic_synthesis,top_cell_area_share,100,%
power_and_ir_drop,power.total,0.182,mW
timing,finalHoldWorstSlack,757,ps
logic_synthesis,synth_area,188,µm²
logic_synthesis,synthSimpleGateAreaFrac,100,%
logic_synthesis,ys_area,188,µm²
setup_path,cp_max_fo,1,
timing,setup_slack,62.2,ps
logic_synthesis,synthAdderAreaFrac,0,%
timing,finalSetupViolCount,0,
final_layout,seq_area,0,µm²
timing,fin_setup_tns,0,ps
logic_synthesis,top_logic_kind,"simple AND/OR/NAND/NOR gates",
logic_synthesis,netlist_instances,30,
floorplan,die_w,80,µm
logic_synthesis,synth_area_per_cell,6.26,µm²
timing,slew_viol_final,0,
logic_synthesis,ys_cells,30,
routing,vias,419,
floorplan,core-area,3420,µm²
routing,drt_pass1_iterations,2,
setup_path,cp_data_required_time,800,ps
timing,period_used_share,93.8,%
logic_synthesis,ys_sh_aoi,0,%
logic_synthesis,yosysTopAreaCell,"and2_1",
floorplan,rows,21,
clock_network,post_cts_buffers,0,
logic_synthesis,mux_share,0,%
logic_synthesis,synth-seq-area-share,0,%
power_and_ir_drop,power_density,264,nW/µm²
logic_synthesis,synthTopCellsByArea,"and2_1",
timing,max_freq,1070,MHz
floorplan,die_y,80,µm
final_layout,area_growth,267,%
timing,rsz0062_at_grt,"no",
setup_path,crit_type,"in2out",
routing,post_drt_wl_per_cell,12.5,µm
placement,dpl_cell_area,876,µm²
final_layout,nClkBuffers,0,
grt,grt_pass1_wl,2500,µm
final_layout,ff_count,0,
power_and_ir_drop,p_leak,0.392,nW
placement,dpl.hpwl,1650,µm
floorplan,chipArea,6400,µm²
routing,drtIter0Drc,4,
clock_network,cts_hold_buf,0,
routing,wl,1730,µm
final_layout,drive_above_1_share,32.3,%
grt,first_global_vias,472,
routing,diodes,0,
logic_synthesis,synth_cell_types,1,
grt,grt_max_degree,11,
worst_hold_path,holdCritPathClass,"in2out",
floorplan,io_pins,63,
timing,worst_slew_pin_slew,130,ps
final_layout,design_area,688,µm²
flow_run,max-cap-violations,0,
timing,fin_crit,938,ps
logic_synthesis,ys_warn_count,1,
setup_path,cp_data_arrival_time,740,ps
placement,dp_slack,-691,ps
routing,via_per_inst,3.01,
timing,hold_viol,0,
timing,slew-limit-headroom,91.3,%
floorplan,initial_utilization,5.49,%
routing,antenna_left,0,
grt,grt.total_usage,4.76,%
setup_path,cp-start-kind,"input pin",
placement,io_buffers,63,
logic_synthesis,ys_sh_xor,0,%
power_and_ir_drop,vdd_drop_max,40.7,µV
grt,antenna_found_initial,0,
flow_run,tool_warnings,32,
placement,place_congestion,0.722,
## kinds of logic (layout without fill, tap and decap cells)
kind of cell,count (synthesis),in the layout
simple gates,30,30
buf+inv,0,63
## worst paths after layout
| kind | start | to | slack (ps) | cells after the start |
|---|---|---|---|---|
| min | toggle_green | mGreen_a[3] | 760 | 3 |
| max | mRed_b[6] | mRed_a[6] | 60 | 3 |
## critical path, stage by stage
cell	delay (ps)
dlygate4sd2_1	230
and2_1	140
clkdlybuf4s15_1	170
## metrics by stage
stage          util [%]  std cells
2_1_floorplan         -         30
3_3_place_gp       25.6        139
3_5_place_dp       25.6        139
4_1_cts            20.3        139
5_1_grt            20.1        139
6_report           20.1        139
## report_power, final
| part | switching [mW] | leakage [nW] | internal, mW |
|---|---|---|---|
| clock | 0 | 0 | 0 |
| combinational | 0.0471 | 0.392 | 0.134 |
| sequential | 0 | 0 | 0 |
## timing repair
action / 4_1_cts / 5_1_grt
resized: 127 / 2
setup endpoints to repair: 30 / 10
pin swaps: 14 / 0
## Yosys cell counts
cell,number
and2_1,30
## layout by cell type, fill, tap and decap left out
master and instances:
dlygate4sd2_1 30, and2_1 30, buf_2 29, clkdlybuf4s15_1 3
clkbuf_2 1
## cell type report
| class | instances | area, µm² |
|---|---|---|
| fillers | 430 | 2730 |
| multi-input cells | 30 | 188 |
| well taps | 46 | 57.6 |
| repair buffers | 63 | 443 |
## routing by layer
layer	track usage (%)	vias up	wire (µm)
met1	4.75	185	547
met4	0	0	0
met2	9.71	17	1030
met5	0	-	0
met3	1.48	0	158
li1	-	217	-
Power figures rest on the tool's default switching activity, not on a simulated workload.
